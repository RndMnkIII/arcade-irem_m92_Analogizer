===== ./run.sh =====
#!/bin/bash
# OpenROAD 26Q1-2900-gdf79404cd8, Yosys 0.63+post, stock flow scripts
make -C /OpenROAD-flow-scripts/flow DESIGN_CONFIG=/design/flow/config.mk WORK_HOME=/design/flow/orfs finish

===== ./config.mk =====
export PLATFORM = sky130hd
export DESIGN_NAME = double_linebuf
export DESIGN_NICKNAME = double_linebuf
export VERILOG_FILES = /design/flow/design.v
export SDC_FILE = /design/flow/constraint.sdc
export NUM_CORES = 4
export LEC_CHECK = 1
export CORE_UTILIZATION = 40
export SYNTH_MEMORY_MAX_BITS = 65536

===== ./constraint.sdc =====
current_design double_linebuf

set clk_period 85.8
set clk_io_pct 0.2

create_clock -name clk0 -period $clk_period [get_ports {clk}]

set non_clock_inputs [all_inputs -no_clocks]
set_input_delay [expr $clk_period * $clk_io_pct] -clock clk0 $non_clock_inputs
set_output_delay [expr $clk_period * $clk_io_pct] -clock clk0 [all_outputs]

===== ./design.v =====
`timescale 1ns / 1ps
module dualport_ram #(
    parameter width = 8,
    parameter widthad = 10
) (
    input   wire                  clock_a,
    input   wire                  wren_a,
    input   wire    [widthad-1:0] address_a,
    input   wire    [width-1:0]   data_a,
    output  reg     [width-1:0]   q_a,
    input   wire                  clock_b,
    input   wire                  wren_b,
    input   wire    [widthad-1:0] address_b,
    input   wire    [width-1:0]   data_b,
    output  reg     [width-1:0]   q_b
);
reg [width-1:0] ram[(2**widthad)-1:0];
always @(posedge clock_a) begin
    if (wren_a) begin
        ram[address_a] <= data_a;
        q_a <= data_a;
    end else begin
        q_a <= ram[address_a];
    end
end
always @(posedge clock_b) begin
    if(wren_b) begin
        q_b      <= data_b;
        ram[address_b] <= data_b;
    end else begin
        q_b <= ram[address_b];
    end
end
endmodule
module singleport_ram #(
    parameter width = 8,
    parameter widthad = 10,
    parameter name = "NONE"
) (
    input   wire                   clock,
    input   wire                   wren,
    input   wire    [widthad-1:0]  address,
    input   wire    [width-1:0]    data,
    output  reg     [width-1:0]    q
);
altsyncram	altsyncram_component (
            .address_a (address),
            .clock0 (clock),
            .data_a (data),
            .wren_a (wren),
            .q_a (q),
            .aclr0 (1'b0),
            .aclr1 (1'b0),
            .address_b (1'b1),
            .addressstall_a (1'b0),
            .addressstall_b (1'b0),
            .byteena_a (1'b1),
            .byteena_b (1'b1),
            .clock1 (1'b1),
            .clocken0 (1'b1),
            .clocken1 (1'b1),
            .clocken2 (1'b1),
            .clocken3 (1'b1),
            .data_b (1'b1),
            .eccstatus (),
            .q_b (),
            .rden_a (1'b1),
            .rden_b (1'b1),
            .wren_b (1'b0));
defparam
    altsyncram_component.clock_enable_input_a = "BYPASS",
    altsyncram_component.clock_enable_output_a = "BYPASS",
    altsyncram_component.intended_device_family = "Cyclone V",
    altsyncram_component.lpm_hint = "ENABLE_RUNTIME_MOD=NO",
    altsyncram_component.lpm_type = "altsyncram",
    altsyncram_component.numwords_a = 2**widthad,
    altsyncram_component.operation_mode = "SINGLE_PORT",
    altsyncram_component.outdata_aclr_a = "NONE",
    altsyncram_component.outdata_reg_a = "CLOCK0",
    altsyncram_component.power_up_uninitialized = "FALSE",
    altsyncram_component.ram_block_type = "M10K",
    altsyncram_component.read_during_write_mode_port_a = "DONT_CARE",
    altsyncram_component.widthad_a = widthad,
    altsyncram_component.width_a = width,
    altsyncram_component.width_byteena_a = 1;
endmodule
module singleport_unreg_ram #(
    parameter width = 8,
    parameter widthad = 10,
    parameter name = "NONE"
) (
    input   wire                   clock,
    input   wire                   wren,
    input   wire    [widthad-1:0]  address,
    input   wire    [width-1:0]    data,
    output  wire    [width-1:0]    q
);
altsyncram	altsyncram_component (
            .address_a (address),
            .clock0 (clock),
            .data_a (data),
            .wren_a (wren),
            .q_a (q),
            .aclr0 (1'b0),
            .aclr1 (1'b0),
            .address_b (1'b1),
            .addressstall_a (1'b0),
            .addressstall_b (1'b0),
            .byteena_a (1'b1),
            .byteena_b (1'b1),
            .clock1 (1'b1),
            .clocken0 (1'b1),
            .clocken1 (1'b1),
            .clocken2 (1'b1),
            .clocken3 (1'b1),
            .data_b (1'b1),
            .eccstatus (),
            .q_b (),
            .rden_a (1'b1),
            .rden_b (1'b1),
            .wren_b (1'b0));
defparam
    altsyncram_component.clock_enable_input_a = "BYPASS",
    altsyncram_component.clock_enable_output_a = "BYPASS",
    altsyncram_component.intended_device_family = "Cyclone V",
    altsyncram_component.lpm_hint = "ENABLE_RUNTIME_MOD=NO",
    altsyncram_component.lpm_type = "altsyncram",
    altsyncram_component.numwords_a = 2**widthad,
    altsyncram_component.operation_mode = "SINGLE_PORT",
    altsyncram_component.outdata_aclr_a = "NONE",
    altsyncram_component.outdata_reg_a = "UNREGISTERED",
    altsyncram_component.power_up_uninitialized = "FALSE",
    altsyncram_component.ram_block_type = "M10K",
    altsyncram_component.read_during_write_mode_port_a = "DONT_CARE",
    altsyncram_component.widthad_a = widthad,
    altsyncram_component.width_a = width,
    altsyncram_component.width_byteena_a = 1;
endmodule
module linebuf(
    input clk,
    input ce_pix,
    input [9:0] scan_pos,
    input scan_active,
    output [11:0] scan_out,
    input [11:0] color0,
    input [11:0] color1,
    input [9:0] draw_pos,
    input draw_we
);
wire [11:0] scan_odd, scan_even;
assign scan_out = scan_pos[0] ? scan_odd : scan_even;
wire [11:0] odd_color = draw_pos[0] ? color0 : color1;
wire [11:0] even_color = draw_pos[0] ? color1 : color0;
wire [8:0] odd_addr = draw_pos[9:1];
wire [8:0] even_addr = draw_pos[0] ? draw_pos[9:1] + 9'd1 : draw_pos[9:1];
dualport_ram #(.widthad(9), .width(12)) buffer_odd
(
    .clock_a(clk),
    .address_a(scan_pos[9:1]),
    .q_a(scan_odd),
    .wren_a(scan_active & ce_pix & scan_pos[0]),
    .data_a(12'd0),
    .clock_b(clk),
    .address_b(odd_addr),
    .data_b(odd_color),
    .wren_b((~scan_active) & draw_we & |odd_color[3:0]),
    .q_b()
);
dualport_ram #(.widthad(9), .width(12)) buffer_even
(
    .clock_a(clk),
    .address_a(scan_pos[9:1]),
    .q_a(scan_even),
    .wren_a(scan_active & ce_pix & ~scan_pos[0]),
    .data_a(12'd0),
    .clock_b(clk),
    .address_b(even_addr),
    .data_b(even_color),
    .wren_b((~scan_active) & draw_we & |even_color[3:0]),
    .q_b()
);
endmodule
module double_linebuf(
    input clk,
    input ce_pix,
    input [9:0] scan_pos,
    input scan_toggle,
    output [11:0] scan_out,
    input [63:0] bitplanes,
    input flip,
    input [6:0] color,
    input prio,
    input [9:0] pos,
    input we,
    output idle
);
wire [11:0] scan_out_0, scan_out_1;
assign scan_out = scan_toggle ? scan_out_0 : scan_out_1;
reg [11:0] color0;
reg [11:0] color1;
reg [9:0] draw_pos;
reg draw_we = 0;
linebuf buf_0(
    .clk(clk),
    .ce_pix(ce_pix),
    .scan_active(scan_toggle),
    .scan_out(scan_out_0),
    .scan_pos(scan_pos),
    .color0(color0),
    .color1(color1),
    .draw_pos(draw_pos),
    .draw_we(draw_we)
);
linebuf buf_1(
    .clk(clk),
    .ce_pix(ce_pix),
    .scan_active(~scan_toggle),
    .scan_out(scan_out_1),
    .scan_pos(scan_pos),
    .color0(color0),
    .color1(color1),
    .draw_pos(draw_pos),
    .draw_we(draw_we)
);
function [63:0] deswizzle(input [63:0] d, input rev);
    begin
        integer i;
        bit [7:0] plane[8];
        bit [7:0] t;
        for( i = 0; i < 8; i = i + 1 ) begin
            t = d[(i*8) +: 8];
            plane[i] = rev ? { t[0], t[1], t[2], t[3], t[4], t[5], t[6], t[7] } : t;
        end
        deswizzle[15:0]  = rev ? { plane[4], plane[0] } : { plane[0], plane[4] };
        deswizzle[31:16] = rev ? { plane[5], plane[1] } : { plane[1], plane[5] };
        deswizzle[47:32] = rev ? { plane[6], plane[2] } : { plane[2], plane[6] };
        deswizzle[63:48] = rev ? { plane[7], plane[3] } : { plane[3], plane[7] };
    end
endfunction
reg [3:0] count = 0;
assign idle = count == 4'd0;
always_ff @(posedge clk) begin
    reg [63:0] bits_r;
    bit [63:0] bits;
    reg [6:0] color_r;
    reg prio_r;
    draw_we <= 0;
    if (count != 4'd0) begin
        color0 <= { prio_r, color_r, bits_r[63], bits_r[47], bits_r[31], bits_r[15] };
        color1 <= { prio_r, color_r, bits_r[62], bits_r[46], bits_r[30], bits_r[14] };
        draw_pos <= draw_pos + 10'd2;
        draw_we <= 1;
        bits_r <= { bits_r[61:0], 2'b00 };
        count <= count - 4'd1;
    end
    if (we) begin
        bits = deswizzle(bitplanes, flip);
        color0 <= { prio, color, bits[63], bits[47], bits[31], bits[15] };
        color1 <= { prio, color, bits[62], bits[46], bits[30], bits[14] };
        draw_we <= 1;
        draw_pos <= pos;
        bits_r <= { bits[61:0], 2'b00 };
        color_r <= color;
        prio_r <= prio;
        count <= 4'd7;
    end
end
endmodule

==> reports/notes.md <==
• **run status** finished, final reports clean
• **fraction of layout instances using a drive strength above 1** 25.59%
• **area share of the leading cell type in the synthesized netlist** 77.38%
• **Final Cycle Share** 42.68%
• **largest vdd supply drop** 23.97 uV
• **Cell variety after synth** 104
• **clock network latency to the later pin of the worst-skew pair** 1.48 ns
• **cell type contributing the most total cell area after synthesis** sky130_fd_sc_hd__edfxtp_1
• **RR Endpoint** buf_0.buffer_even.ram[95][0]$_DFFE_PP_
• **DR vias** 476,700
• **Min Hold Slack** 0.4951 ns
• **Clock transition at path regs** 0.06 ns
• **chip area line of the yosys report** 957,200 um^2
• **Buf/Inv on CP** 4
• **actual slew at the worst max-slew pin** 1.409 ns
• **TritonCTS buffer count** 2,471
• **number of max-cap violations** 0
• **power density cells** 23.68 nW/um^2
• **Final Wtd Congestion** 0.9209
• **Layout Utilization** 45.73%
• **most prevalent standard cell on the critical path** sky130_fd_sc_hd__buf_4
• **area delta synth->final** 14.17%
• **port buffer count** 109
• **global-route congestion overflow total** 0
• **critical setup path kind** input pin to output port
• **DR WL/cell** 34.02 um
• **power after layout** 25.87 mW
• **GRT Util Overall** 25.83%
• **unrepaired setup endpoints after global routing** false
• **Synth Warn #** 3
• **number of H-tree branching levels** 8
• **largest clock skew in the final design** 0.1078 ns
• **die width** 1549 um
• **Cell Chain, Critical Path** buf_2 > buf_4 > buf_4 > mux4_2 > clkdlybuf4s50_1
• **Final Hold Violation Tally** 0
• **TritonCTS clock tree** built
• **DRT Pass-1 Iters** 6
• **worst reg2reg path depth** 11
• **Leakage** 345.9 nW
• **main flop type** sky130_fd_sc_hd__edfxtp_1
• **hold wc startpoint** count[1]$_SDFFE_PP1N_
• **total die area** 2,399,000 um^2
• **Max stage delay on crit path** 0.61 ns
• **worst setup slack after layout** 49.18 ns
• **cell at the slowest stage of the critical path** sky130_fd_sc_hd__mux4_2
• **hold crit path type** flip-flop to flip-flop
• **Clock Path Buffers** 6
• **wire length of the first global-routing pass** 3,929,000 um
• **WHS Endpoint** count[1]$_SDFFE_PP1N_
• **origin of the critical flop-to-flop path** color0[3]$_DFFE_PN_
• **starting utilization of the core area** 40.06%
• **worst slew slack as a fraction of its limit** 6.060%
• **required time at the endpoint of the critical path** 68.64 ns
• **TritonCTS Sinks** 24,720
• **main area contributors after synthesis** sky130_fd_sc_hd__edfxtp_1 77%, sky130_fd_sc_hd__mux4_2 12%, sky130_fd_sc_hd__mux2i_1 2.9%
• **number of flops mapped to enable cells by yosys** 24,670
• **number of antenna violations at the first check in global routing** 317
• **critical path arrival** 19.46 ns
• **yosys cell count** 44,640
• **FF+latch count, synth** 24,720
• **setup slack, reg-to-reg** 78.98 ns
• **setup slack at placement** 49.12 ns
• **number of warnings in the stage logs** 146
• **post-synthesis cell area** 957,200 um^2
• **routed via count divided by cell count** 5.726
• **async set-reset flop share out of synthesis** 0%
• **cell at the root of the clock tree** sky130_fd_sc_hd__clkbuf_16
• **number of global-route vias before repair** 525,800
• **antenna-violating nets left** 0
• **number of hold buffers added after CTS** 0
• **Synth Instances** 44,640
• **total negative slack for setup checks** 0 ns
• **starting DRC count in detailed routing** 32,720
• **die outline height** 1549 um
• **most used standard cell by instance count after synthesis** sky130_fd_sc_hd__edfxtp_1
• **pin count of the biggest net entering global routing** 138
• **Boundary Pins** 110
• **maximum fanout along the worst path** 13
• **total length of routed wires** 2,832,000 um
• **post_cts resized** 0
• **maximum achievable frequency** 0.02731 GHz
• **shortest clock period the worst path allows after layout** 36.62 ns
• **most instantiated cells after synthesis** 24,670 x sky130_fd_sc_hd__edfxtp_1, 5,072 x sky130_fd_sc_hd__mux4_2, 2,779 x sky130_fd_sc_hd__mux2i_1
• **final setup violation count** 0
• **proportion of synthesized chip area in sequential cells** 77.49%
• **hpwl dp** 1,815,000 um
• **count of unresolved DRC violations after routing** 0
• **CP endpoint kind** output port
• **num rows** 568
• **Hold Path Depth** 1
• **post-synthesis area per instance** 21.44 um^2
• **crit start category** input pin
• **buffers inserted by post-CTS timing repair** 0
• **Core Box Area** 2,389,000 um^2
• **family with the most delay on the worst path** buffers and inverters
• **Max Slew Vio Count** 0
worst max path at each step:
stage | startpoint | end | slack (ns) | cells past startpoint
6_report | scan_pos[0] | scan_out[11] | 49.18 | 5
5_1_grt | scan_pos[0] | scan_out[11] | 49.19 | 5
4_1_cts | scan_pos[0] | scan_out[11] | 49.11 | 5
cell families after synthesis:
family	count (synthesis)	synth area share, %
flops	24720	77.49
compound gates	4595	3.267
fa+ha+maj	2	0.002614
xor+xnor	16	0.01464
buf+inv	2808	1.927
simple gates	4391	1.934
mux	8112	15.36
area by class of cell:
cell class	instances	area (um^2)
fill	192400	1297000
sequential	24720	741800
multi-input combinational	17120	198900
clock buffer	3036	65360
tap	31920	39940
timing repair buffer	4030	31440
clock inverter	1370	12610
antenna	1030	2577
inverter	17	103.9
per-stage QoR:
stage | std cells | cell area (um^2)
floorplan | 44640 | 957200
global placement | 77800 | 1012000
detailed placement | 77800 | 1012000
CTS | 82210 | 1090000
global route | 82880 | 1092000
finish | 83240 | 1093000
state kept, by name, summed over array words and instances (netlist names), named ones only:
name / count
buf_0.buffer_even.q_a: 12
buf_0.buffer_even.ram: 6144
buf_0.buffer_odd.q_a: 12
buf_0.buffer_odd.ram: 6144
buf_1.buffer_even.q_a: 12
buf_1.buffer_even.ram: 6144
buf_1.buffer_odd.q_a: 12
buf_1.buffer_odd.ram: 6144
color0: 12
color1: 4
count: 4
draw_pos: 10
draw_we: 1
power by group:
part           internal, mW  switching (mW)
logic                 0.445            1.32
clock network          6.00            4.52
registers              13.6          0.0239
per-layer routing:
layer	up-vias	share of wire (%)	GRT usage, %
met1	238500	27	24.49
li1	196700	-	-
met4	478	6.4	12.53
met5	-	0.53	4.743
met2	34950	45	35.99
met3	5998	21	24.77
placed cells by master (no fill, tap or decap), types with 68 or more instances in the layout:
cell	n
sky130_fd_sc_hd__a21oi_1	883
sky130_fd_sc_hd__a221oi_1	112
sky130_fd_sc_hd__a22oi_1	503
sky130_fd_sc_hd__a31oi_1	144
sky130_fd_sc_hd__buf_4	3855
sky130_fd_sc_hd__bufinv_16	189
sky130_fd_sc_hd__clkbuf_1	494
sky130_fd_sc_hd__clkbuf_16	2533
sky130_fd_sc_hd__clkdlybuf4s50_1	96
sky130_fd_sc_hd__clkinv_1	527
sky130_fd_sc_hd__clkinv_2	380
sky130_fd_sc_hd__clkinvlp_4	89
sky130_fd_sc_hd__diode_2	1030
sky130_fd_sc_hd__edfxtp_1	24670
sky130_fd_sc_hd__inv_6	77
sky130_fd_sc_hd__mux2_2	126
sky130_fd_sc_hd__mux2i_1	2778
sky130_fd_sc_hd__mux4_1	135
sky130_fd_sc_hd__mux4_2	5072
sky130_fd_sc_hd__nand2_1	698
sky130_fd_sc_hd__nand2_4	78
sky130_fd_sc_hd__nand3_1	155
sky130_fd_sc_hd__nand4_1	68
sky130_fd_sc_hd__nor2_1	2638
sky130_fd_sc_hd__nor3_1	223
sky130_fd_sc_hd__nor4_1	88
sky130_fd_sc_hd__o21ai_0	580
sky130_fd_sc_hd__o221ai_1	909
sky130_fd_sc_hd__o22ai_1	886
Power and IR drop assume default switching activity.
