**flow/design.v**
```verilog
module GA23(
    input clk,
    input ce,
    input paused,
    input reset,
    input io_wr,
    input [15:0] addr,
    input [15:0] cpu_din,
    output reg [14:0] vram_addr,
    output reg vram_req,
    input [31:0] vram_din,
    input NL,
    input large_tileset,
    input  [31:0] sdr_data_a,
    output [24:0] sdr_addr_a,
    output        sdr_req_a,
    input         sdr_ack_a,
    input  [31:0] sdr_data_b,
    output [24:0] sdr_addr_b,
    output        sdr_req_b,
    input         sdr_ack_b,
    input  [31:0] sdr_data_c,
    output [24:0] sdr_addr_c,
    output        sdr_req_c,
    input         sdr_ack_c,
    output vblank,
    output vsync,
    output hblank,
    output hsync,
    output hpulse,
    output vpulse,
    output hint,
    output reg [10:0] color_out,
    output reg prio_out,
    input [2:0] dbg_en_layers
);
reg [9:0] hcnt, vcnt;
reg [9:0] hint_line;
assign hsync = hcnt < 10'd71 || hcnt > 10'd454;
assign hblank = hcnt < 10'd104 || hcnt > 10'd424;
assign vblank = vcnt > 10'd113 && vcnt < 10'd136;
assign vsync = vcnt > 10'd119 && vcnt < 10'd125;
assign hpulse = hcnt == 10'd48;
assign vpulse = (vcnt == 10'd124 && hcnt > 10'd260) || (vcnt == 10'd125 && hcnt < 10'd260);
wire [9:0] VE = vcnt ^ {1'b0, {9{NL}}};
assign hint = VE == hint_line && hcnt > 10'd424 && ~paused;
always_ff @(posedge clk) begin
    if (ce) begin
        hcnt <= hcnt + 10'd1;
        if (hcnt == 10'd471) begin
            hcnt <= 10'd48;
            vcnt <= vcnt + 10'd1;
            if (vcnt == 10'd375) begin
                vcnt <= 10'd114;
            end
        end
    end
end
wire [21:0] rom_addr[3];
wire [31:0] rom_data[3];
wire        rom_req[3];
wire        rom_ack[3];
reg [2:0] mem_cyc;
reg [3:0] rs_cyc;
reg [9:0] x_ofs[3], y_ofs[3];
reg [7:0] control[3];
reg [9:0] rowscroll[3];
wire [14:0] layer_vram_addr[3];
reg layer_load[3];
wire layer_prio[3];
wire [10:0] layer_color[3];
reg [15:0] vram_latch;
reg [37:0] control_save_0[512];
reg [37:0] control_save_1[512];
reg [37:0] control_save_2[512];
reg [37:0] control_restore[3];
reg rowscroll_active, rowscroll_pending;
always_ff @(posedge clk, posedge reset) begin
    bit [9:0] rs_y;
    if (reset) begin
        mem_cyc <= 0;
        x_ofs[0] <= 10'd0; x_ofs[1] <= 10'd0; x_ofs[2] <= 10'd0;
        y_ofs[0] <= 10'd0; y_ofs[1] <= 10'd0; y_ofs[2] <= 10'd0;
        control[0] <= 8'd0; control[1] <= 8'd0; control[2] <= 8'd0;
        hint_line <= 10'd0;
        rowscroll_pending <= 0;
        rowscroll_active <= 0;
    end else begin
        if (ce) begin
            layer_load[0] <= 0; layer_load[1] <= 0; layer_load[2] <= 0;
            mem_cyc <= mem_cyc + 3'd1;
            if (hpulse) begin
                mem_cyc <= 3'd7;
                rowscroll_pending <= 1;
            end
            if (rowscroll_active) begin
                rs_cyc <= rs_cyc + 4'd1;
                case(rs_cyc)
                0: vram_addr <= 'h7800;
                4: begin
                    rs_y = y_ofs[0] + VE;
                    vram_addr <= 'h7a00 + rs_y[8:0];
                    vram_req <= ~vram_req;
                end
                7: rowscroll[0] <= vram_din[9:0];
                8: begin
                    rs_y = y_ofs[1] + VE;
                    vram_addr <= 'h7c00 + rs_y[8:0];
                    vram_req <= ~vram_req;
                end
                10: rowscroll[1] <= vram_din[9:0];
                12: begin
                    rs_y = y_ofs[2] + VE;
                    vram_addr <= 'h7e00 + rs_y[8:0];
                    vram_req <= ~vram_req;
                end
                14: rowscroll[2] <= vram_din[9:0];
                15: rowscroll_active <= 0;
                endcase
            end else begin
                case(mem_cyc)
                3'd0: begin
                    vram_addr <= layer_vram_addr[0];
                    vram_req <= ~vram_req;
                end
                3'd1: begin
                    layer_load[0] <= 1;  
                end
                3'd2: begin
                    vram_addr <= layer_vram_addr[1];
                    vram_req <= ~vram_req;
                end
                3'd4: begin
                    layer_load[1] <= 1;
                end
                3'd5: begin
                    vram_addr <= layer_vram_addr[2];
                    vram_req <= ~vram_req;
                end
                3'd7: begin
                    layer_load[2] <= 1;
                    if (rowscroll_pending) begin
                        rowscroll_pending <= 0;
                        rowscroll_active <= 1;
                        rs_cyc <= 4'd0;
                    end
                end
                endcase
            end
            prio_out <= layer_prio[0] | layer_prio[1] | layer_prio[2];
            if (|layer_color[0][3:0]) begin
                color_out <= layer_color[0];
            end else if (|layer_color[1][3:0]) begin
                color_out <= layer_color[1];
            end else begin
                color_out <= layer_color[2];
            end
        end
        if (io_wr) begin
            case(addr[7:0])
            'h80: y_ofs[0][7:0] <= cpu_din[7:0];
            'h81: y_ofs[0][9:8] <= cpu_din[1:0];
            'h84: x_ofs[0][7:0] <= cpu_din[7:0];
            'h85: x_ofs[0][9:8] <= cpu_din[1:0];
            'h88: y_ofs[1][7:0] <= cpu_din[7:0];
            'h89: y_ofs[1][9:8] <= cpu_din[1:0];
            'h8c: x_ofs[1][7:0] <= cpu_din[7:0];
            'h8d: x_ofs[1][9:8] <= cpu_din[1:0];
            'h90: y_ofs[2][7:0] <= cpu_din[7:0];
            'h91: y_ofs[2][9:8] <= cpu_din[1:0];
            'h94: x_ofs[2][7:0] <= cpu_din[7:0];
            'h95: x_ofs[2][9:8] <= cpu_din[1:0];
            'h98: control[0] <= cpu_din[7:0];
            'h9a: control[1] <= cpu_din[7:0];
            'h9c: control[2] <= cpu_din[7:0];
            'h9e: hint_line[7:0] <= cpu_din[7:0];
            'h9f: hint_line[9:8] <= cpu_din[1:0];
            endcase
        end
    end
end
assign rom_data[0] = sdr_data_a;
assign sdr_addr_a = REGION_TILE.base_addr[24:0] | rom_addr[0];
assign sdr_req_a = rom_req[0];
assign rom_ack[0] = sdr_ack_a;
assign rom_data[1] = sdr_data_b;
assign sdr_addr_b = REGION_TILE.base_addr[24:0] | rom_addr[1];
assign sdr_req_b = rom_req[1];
assign rom_ack[1] = sdr_ack_b;
assign rom_data[2] = sdr_data_c;
assign sdr_addr_c = REGION_TILE.base_addr[24:0] | rom_addr[2];
assign sdr_req_c = rom_req[2];
assign rom_ack[2] = sdr_ack_c;
generate
    genvar i;
    for(i = 0; i < 3; i = i + 1 ) begin : generate_layer
        wire [9:0] _y_ofs = paused ? control_restore[i][37:28] : y_ofs[i];
        wire [9:0] _x_ofs = paused ? control_restore[i][27:18] : x_ofs[i];
        wire [7:0] _control = paused ? control_restore[i][17:10] : control[i];
        wire [9:0] _rowscroll = paused ? control_restore[i][9:0] : rowscroll[i];
        ga23_layer layer(
            .clk(clk),
            .ce_pix(ce),
            .NL(NL),
            .large_tileset(large_tileset),
            .x_ofs(_x_ofs),
            .y_ofs(_y_ofs),
            .control(_control),
            .x_base({hcnt[9:3] ^ {7{NL}}, 3'd0}),
            .y(_y_ofs + VE),
            .rowscroll(_rowscroll),
            .vram_addr(layer_vram_addr[i]),
            .load(layer_load[i]),
            .attrib(vram_din[31:16]),
            .index(vram_din[15:0]),
            .color_out(layer_color[i]),
            .prio_out(layer_prio[i]),
            .sdr_addr(rom_addr[i]),
            .sdr_data(rom_data[i]),
            .sdr_req(rom_req[i]),
            .sdr_ack(rom_ack[i]),
            .dbg_enabled(dbg_en_layers[i])
        );
    end
endgenerate
endmodule
module ga23_layer(
    input clk,
    input ce_pix,
    input NL,
    input large_tileset,
    input [9:0] x_ofs,
    input [9:0] y_ofs,
    input [7:0] control,
    input [9:0] x_base,
    input [9:0] y,
    input [9:0] rowscroll,
    output [14:0] vram_addr,
    input load,
    input [15:0] attrib,
    input [15:0] index,
    output prio_out,
    output [10:0] color_out,
    input [31:0] sdr_data,
    output reg [21:0] sdr_addr,
    output reg sdr_req,
    input sdr_ack,
    input dbg_enabled
);
wire [14:0] vram_base = { control[1:0], 13'd0 };
wire wide = control[2];
wire enabled = ~control[4] & dbg_enabled;
wire en_rowscroll = control[6];
wire [9:0] x = x_base + ( en_rowscroll ? rowscroll : x_ofs );
wire [6:0] tile_x = NL ? ( x[9:3] - ( wide ? 7'd32 : 7'd0) ) : ( x[9:3] + ( wide ? 7'd32 : 7'd0) );
wire [5:0] tile_y = y[8:3];
assign vram_addr = wide ? {vram_base[14], tile_y, tile_x[6:0], 1'b0} : {vram_base[14:13], tile_y, tile_x[5:0], 1'b0};
reg [3:0] cnt;
reg [1:0] prio;
reg [6:0] palette;
reg flip_x;
wire flip_y = attrib[10];
reg [2:0] offset;
always_ff @(posedge clk) begin
    if (ce_pix) begin
        cnt <= cnt + 4'd1;
        if (load & dbg_enabled) begin
            cnt <= 4'd0;
            sdr_addr <= { (large_tileset ? attrib[15] : 1'b0), index, flip_y ? ~y[2:0] : y[2:0], 2'b00 };
            sdr_req <= ~sdr_req;
            palette <= attrib[6:0];
            prio <= attrib[8:7];
            flip_x <= attrib[9] ^ NL;
            offset <= x[2:0] ^ {3{NL}};
        end
    end
end
wire [1:0] shift_prio_out;
wire [10:0] shift_color_out;
ga23_shifter shifter(
    .clk(clk),
    .ce_pix(ce_pix),
    .offset(offset),
    .load(load),
    .reverse(flip_x),
    .row(sdr_data),
    .palette(palette),
    .prio(prio),
    .color_out(shift_color_out),
    .prio_out(shift_prio_out)
);
assign color_out = enabled ? shift_color_out : 11'd0;
assign prio_out = enabled ? ( ( shift_prio_out[0] & shift_color_out[3] ) | ( shift_prio_out[1] & |shift_color_out[3:0] ) ) : 1'b0;
endmodule
module ga23_shifter(
    input clk,
    input ce_pix,
    input [2:0] offset,
    input load,
    input reverse,
    input [31:0] row,
    input [6:0] palette,
    input [1:0] prio,
    output [10:0] color_out,
    output [1:0] prio_out
);
reg [2:0] cnt;
reg [31:0] pix_next, pix_cur;
reg [6:0] pal_next, pal_cur;
reg [1:0] prio_next, prio_cur;
wire [2:0] flip_cnt = cnt + offset;
always_ff @(posedge clk) begin
    if (ce_pix) begin
        pix_cur[27:0] <= pix_cur[31:4];
        cnt <= cnt + 3'd1;
        if (&flip_cnt) begin
            pix_cur <= pix_next;
            prio_cur <= prio_next;
            pal_cur <= pal_next;
        end
        if (load) begin
            integer i;
            for( i = 0; i < 8; i = i + 1 ) begin
                pix_next[(i * 4) + 3] = reverse ? row[24 + i] : row[31 - i];
                pix_next[(i * 4) + 2] = reverse ? row[16 + i] : row[23 - i];
                pix_next[(i * 4) + 1] = reverse ? row[ 8 + i] : row[15 - i];
                pix_next[(i * 4) + 0] = reverse ? row[ 0 + i] : row[ 7 - i];
            end
            pal_next <= palette;
            prio_next <= prio;
            cnt <= 0;
        end
    end
end
assign prio_out = prio_cur;
assign color_out = { pal_cur, pix_cur[3:0] };
endmodule
```
**flow/run.sh**
```bash
#!/bin/bash
# OpenROAD 26Q1-2900-gdf79404cd8, Yosys 0.63+post, stock flow scripts
make -C /OpenROAD-flow-scripts/flow DESIGN_CONFIG=/design/flow/config.mk WORK_HOME=/design/flow/orfs finish
```
**flow/config.mk**
```make
export PLATFORM = sky130hd
export DESIGN_NAME = GA23
export DESIGN_NICKNAME = GA23
export VERILOG_FILES = /design/flow/design.v
export SDC_FILE = /design/flow/constraint.sdc
export NUM_CORES = 4
export LEC_CHECK = 1
export CORE_UTILIZATION = 30
```
**flow/constraint.sdc**
```tcl
current_design GA23

set clk_period 5.8
set clk_io_pct 0.2

create_clock -name clk0 -period $clk_period [get_ports {clk}]

set non_clock_inputs [all_inputs -no_clocks]
set_input_delay [expr $clk_period * $clk_io_pct] -clock clk0 $non_clock_inputs
set_output_delay [expr $clk_period * $clk_io_pct] -clock clk0 [all_outputs]
```
==> metrics.csv <==
stage,metric,value,unit
final_timing,setup_viol_count_final,0,
final_timing,worst_hold_slack,406.1,ps
final_timing,timing_hold_violations_final,0,
synthesis,yosysTopAreaCellShare,0.5114,
critical_path,worstReg2RegEnd,vram_addr[7]$_DFFE_PP_,
final_timing,slew-limit-headroom,0.3292,
final_timing,fmax,211.4,MHz
clock_tree,clock_sink_count,469,
clock_tree,cts_htree_levels,2,
synthesis,yosys.stat.chipArea,22430,µm²
critical_path,r2r_setup_slack,1630,ps
hold_path,worst_hold_path.endpoint,generate_layer[1].layer.shifter.pal_next[6]$_DFFE_PP_,
synthesis,synth_simple_gate_area_share,0.05869,
critical_path,worstPathRequired,4640,ps
clock_tree,post_cts_repair_resize_count,0,
critical_path,critPathBufInv,2,
grt,grt_antenna_before_repair,9,
critical_path,worst_r2r_startpoint,control[0][6]$_DFFE_PP0P_,
routing,route.final.wire_length,49660,µm
hold_path,timing.hold.worst.class,flip-flop to flip-flop,
placed_design,detailed_place_hpwl,35160,µm
layout,area_delta_synth_final,19.07,%
grt,largest_net_degree_at_the_start_of_global_routing,54,
clock_tree,post_cts_hold_buffer_count,0,
clock_tree,cts_buffer_depth,3,
routing,route.detailed.wl_per_inst,17.99,µm
die,chipHeight,275.4,µm
synthesis,topCombFamilyByArea,multiplexers,
synthesis,count_of_warnings_emitted_by_yosys,21,
placed_design,place_congestion,0.8911,
die,floorplanUtilization,0.3053,
run_status,run_status,"finished, final reports clean",
final_timing,clock-skew-final,25.97,ps
routing,antenna_left,0,
hold_path,worst_hold_path.num_cells,0,
synthesis,synth_cells,1563,
clock_tree,cts-root-buf,sky130_fd_sc_hd__clkbuf_16,
critical_path,worstPathArrival,3570,ps
routing,drt_pass1_iterations,5,
clock_tree,clock_slew_at_the_register_clock_pins_of_the_worst_setup_and_hold_paths,60,ps
critical_path,crit_path_end_kind,output pin,
pwr,power_leakage,9.955,nW
die,placeableCoreArea,73450,µm²
critical_path,r2r.worst_path.cells,14,
synthesis,ys_async_sr_fraction,0.1855,
layout,final_core_util,0.3636,
final_timing,setup-tns-final,0,ps
synthesis,yosys_register_bits,469,
critical_path,critPathLaunchType,primary input,
critical_path,path_cells,buf_2 -> xor2_1 -> xnor2_1 -> nand4_1 -> a2111oi_0 -> clkdlybuf4s50_1,
routing,via_count,12750,
synthesis,synthAoiAreaFrac,0.05300,
routing,first_iter_violations,549,
pwr,power.density_cell_area,308.4,nW/µm²
grt,globalRoute.totalOverflow,0,
synthesis,edff_count_synth,382,
layout,most_frequently_placed_logic_cell_in_the_final_layout,sky130_fd_sc_hd__edfxtp_1,
final_timing,timing.final.max_slew_violations,0,
synthesis,netlist.top_cell.by_area,sky130_fd_sc_hd__edfxtp_1,
layout,drive_gt1_frac,0.2191,
synthesis,synth-seq-area-share,0.6085,
critical_path,path_class,primary input to output pin,
critical_path,critical-path-slowest-cell,sky130_fd_sc_hd__xor2_1,
synthesis,postSynth.topFlopCell,sky130_fd_sc_hd__edfxtp_1,
die,design.die.area,75860,µm²
run,stage_log_warnings,66,
clock_tree,clock_tree_from_tritoncts,done,
clock_tree,clock.latency.late_pin,600,ps
die,die_x,275.4,µm
critical_path,critical_path.top_delay_family,buffers and inverters,
final_timing,grt_setup_unrepaired,no,
synthesis,xor_share,0.04301,
pwr,irDropWorstVdd,0.0002111,V
die,fp-row-count,99,
clock_tree,cts_setup_buffers,0,
routing,drt_drc_violations_left,0,
clock_tree,tritoncts.num_buffers,51,
placed_design,numPortBuffers,178,
synthesis,post_synth_instance_area,22430,µm²
synthesis,mux_share,0.1530,
synthesis,yosys.area_share.adder,0.04150,
hold_path,min_from,generate_layer[1].layer.palette[6]$_DFFE_PP_,
synthesis,netlist-cell-type-count,65,
critical_path,path_max_fanout,13,
run,max_cap_check_violation_count,0,
critical_path,slowest_delay,640,ps
grt,number_of_global_route_vias_before_repair,12860,
synthesis,yosys-stat-cells,1563,
routing,routed_via_density,4.618,
synthesis,synth_area_per_cell,14.35,µm²
final_timing,timing.final.crit_share,0.8154,
grt,grt_first_pass_wirelength,75330,µm
synthesis,synth.top_cells.by_area,"sky130_fd_sc_hd__edfxtp_1 51%, sky130_fd_sc_hd__mux2_2 14%, sky130_fd_sc_hd__dfrtp_1 9.7%",
die,total_i_o_pin_count,286,
grt,grt_usage,0.1369,
final_timing,tightestPinTransition,997.0,ps
layout,lay_top_cells,"382 x sky130_fd_sc_hd__edfxtp_1, 277 x sky130_fd_sc_hd__mux2_2, 176 x sky130_fd_sc_hd__clkdlybuf4s50_1",
final_timing,period_minus_slack,4730,ps
## Yosys cell counts (6+ instances only)
cell                       instances
sky130_fd_sc_hd__edfxtp_1        382
sky130_fd_sc_hd__mux2_2          277
sky130_fd_sc_hd__dfrtp_1          87
sky130_fd_sc_hd__buf_4            77
sky130_fd_sc_hd__nor2_1           75
sky130_fd_sc_hd__ha_1             64
sky130_fd_sc_hd__xnor2_1          58
sky130_fd_sc_hd__nand2_1          57
sky130_fd_sc_hd__xor2_1           44
sky130_fd_sc_hd__clkbuf_1         36
sky130_fd_sc_hd__o21ai_0          36
sky130_fd_sc_hd__a21oi_1          34
sky130_fd_sc_hd__inv_1            30
sky130_fd_sc_hd__mux2i_1          29
sky130_fd_sc_hd__nand3_1          28
sky130_fd_sc_hd__a22oi_1          19
sky130_fd_sc_hd__nor2b_1          17
sky130_fd_sc_hd__nor3_1           14
sky130_fd_sc_hd__a21o_1           13
sky130_fd_sc_hd__and2_1           13
sky130_fd_sc_hd__buf_1            13
sky130_fd_sc_hd__and3_1           12
sky130_fd_sc_hd__nand2b_1         12
sky130_fd_sc_hd__buf_2            10
sky130_fd_sc_hd__nand4_1          10
sky130_fd_sc_hd__a31oi_1           9
sky130_fd_sc_hd__a211oi_1          7
sky130_fd_sc_hd__fa_1              6
sky130_fd_sc_hd__o211ai_1          6
sky130_fd_sc_hd__o21bai_1          6
sky130_fd_sc_hd__or3_1             6
## power breakdown
group | switching (W) | total, W | internal [W]
Clock | 0.00138 | 0.00317 | 0.00179
Combinational | 0.000545 | 0.00104 | 0.000495
Sequential | 0.000109 | 0.00403 | 0.00392
## routing by layer
layer,up-vias,share of wire,global-route usage
li1,6108,-,-
met1,6151,0.42,0.1919
met2,387,0.47,0.2113
met3,89,0.087,0.05157
met4,12,0.023,0.02733
met5,-,0.0015,0
## layout make-up
| type | count | area, µm² |
|---|---|---|
| Multi-Input combinational cell | 1001 | 8124 |
| Sequential cell | 469 | 13650 |
| Clock buffer | 63 | 1341 |
| Tap cell | 959 | 1200 |
| Fill cell | 6920 | 46750 |
| Antenna cell | 3 | 7.507 |
| Clock inverter | 32 | 309.0 |
| Inverter | 30 | 113.9 |
| Timing Repair Buffer | 203 | 1962 |
## worst max path at each step
stage      end  cells after the start  slack [ps]  startpoint
5_1_grt   hint                      6         940          NL
4_1_cts   hint                      6        1100          NL
6_report  hint                      6        1070          NL
## logic make-up after synthesis
group | after synthesis
muxes | 307
buffers and inverters | 167
AOI/OAI and AO/OA | 176
adders and majority gates | 71
and+or+nand+nor | 267
DFF | 469
xor gates and xnor gates | 105
other | 1
## sequential cells by signal, indices dropped and copies added, names as in the netlist, 6 cells and up
signal and flops:
generate_layer.layer.palette 21, generate_layer.layer.shifter.prio_cur 6, generate_layer.layer.shifter.pal_next 21, vcnt 10, generate_layer.layer.shifter.cnt 9, color_out 11
generate_layer.layer.prio 6, rowscroll 30, generate_layer.layer.shifter.prio_next 6, generate_layer.layer.shifter.pix_next 96, generate_layer.layer.offset 9, generate_layer.layer.shifter.pix_cur 96
generate_layer.layer.shifter.pal_cur 21, y_ofs 27, hint_line 10, vram_addr 15, x_ofs 30, hcnt 10
control 15
## metrics by stage
step                      cells  total power, W  cell area [µm²]  setup WS [ps]
after floorplan            1637        0.004750            22710          908.7
after global placement     2662        0.005144            25050          788.7
after detailed placement   2662        0.005154            25050          856.6
after CTS                  2757        0.008374            26700           1102
after global routing       2757        0.008596            26700          938.4
final                      2760        0.008235            26710           1070
Power is estimated from default activity; no workload was simulated.
